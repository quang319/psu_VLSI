[design/flow/config.mk]
export PLATFORM = sky130hd
export DESIGN_NAME = VShiftUnit
export DESIGN_NICKNAME = VShiftUnit
export VERILOG_FILES = /design/flow/design.v
export SDC_FILE = /design/flow/constraint.sdc
export NUM_CORES = 4
export LEC_CHECK = 1
export CORE_AREA = 10 10 96 96
export DIE_AREA = 0 0 106 106
[design/flow/constraint.sdc]
current_design VShiftUnit

set clk_period 1.5
set clk_io_pct 0.2

create_clock -name clk0 -period $clk_period [get_ports {clk}]

set non_clock_inputs [all_inputs -no_clocks]
set_input_delay [expr $clk_period * $clk_io_pct] -clock clk0 $non_clock_inputs
set_output_delay [expr $clk_period * $clk_io_pct] -clock clk0 [all_outputs]
[design/flow/design.v]
`timescale 1ns / 1ps
module VShiftUnit (clk,reset,inOp,inPatch,inD_MEM,inV_REG_VM1,inV_REG_VP1,outD);
   parameter SIMD_ID = 0;
   parameter P1_VTOP = 0;
   parameter P1_VBOTTOM = 0;
   parameter P2_VTOP = 0;
   parameter P2_VBOTTOM = 0;
   parameter P4_VTOP = 0;
   parameter P4_VBOTTOM = 0;
   parameter P8_VTOP = 0;
   parameter P8_VBOTTOM = 0;
   input clk;
   input reset;
   input [2-1:0] inOp; 
   input [2-1:0]     inPatch;
   input signed [16-1:0]   inD_MEM;
   input signed [16-1:0]   inV_REG_VM1;
   input signed [16-1:0]   inV_REG_VP1;
   output signed [16-1:0]  outD;
   reg [16-1:0] 	    r_outD; 
   wire 			    w_vm1_fill_padding;  
   wire 			    w_vp1_fill_padding;  
   wire [16-1:0] 	    w_set_sel; 
   wire [16-1:0] 	    w_moveVM1_sel; 
   wire [16-1:0] 	    w_moveVP1_sel; 
   wire 			    wOpNop; 
   assign w_vm1_fill_padding = ((inPatch == 2'd0 & P1_VTOP    ) |  
				(inPatch == 2'd1 & P2_VTOP    ) |  
				(inPatch == 2'd2 & P4_VTOP    ) |  
				(inPatch == 2'd3 & P8_VTOP    ) );   
   assign w_vp1_fill_padding = ((inPatch == 2'd0 & P1_VBOTTOM ) |   
				(inPatch == 2'd1 & P2_VBOTTOM ) |   
				(inPatch == 2'd2 & P4_VBOTTOM ) |   
				(inPatch == 2'd3 & P8_VBOTTOM ) );  
   assign w_set_sel = inD_MEM;
   assign w_moveVM1_sel = (w_vm1_fill_padding)? 16'd0 : inV_REG_VM1;  
   assign w_moveVP1_sel = (w_vp1_fill_padding)? 16'd0 : inV_REG_VP1;
   reg [16-1:0] 	    w_sel;  
   always @ ( * ) begin
      case (inOp)
	2'b00:     w_sel = r_outD;
	2'b01:     w_sel = w_set_sel;
	2'b10: w_sel = w_moveVM1_sel;
	2'b11: w_sel = w_moveVP1_sel;
	default: w_sel = r_outD;
      endcase  
   end
   assign wOpNop = inOp == 2'b00;
   always @(posedge clk) begin
      if(reset) begin
         r_outD <= #1 {16{1'b0}}; 
      end
      else begin
         r_outD <= #1 w_sel; 
      end
   end
   assign outD = r_outD;  
endmodule
[design/flow/run.sh]
#!/bin/bash
# OpenROAD 26Q1-2900-gdf79404cd8, Yosys 0.63+post, stock flow scripts
make -C /OpenROAD-flow-scripts/flow DESIGN_CONFIG=/design/flow/config.mk WORK_HOME=/design/flow/orfs finish
==> flow report <==
TIMING
--------------------------------------------------------------------------------------
Final count of negative-setup-slack endpoints                                        0
Actual slew at the worst max-slew pin                                         0.200 ns
Final Hold Fails                                                                     0
Tightest slew margin relative to the limit                                       86.3%
Fmax                                                                           728 MHz
Final worst path period need                                                   1.37 ns
Fin crit share                                                                   91.5%
Setup TNS                                                                         0 ns
Layout Skew                                                                       0 ns
Unrepaired setup endpoints after global routing                                  false
Worst hold slack                                                              0.554 ns
Final Max Slew Viols                                                                 0

FLOORPLAN
--------------------------------------------------------------------------------------
Core area                                                                    7210 um^2
I/O Pins                                                                            70
Row cnt                                                                             31
Die ar.                                                                     11200 um^2
Width of the die                                                                106 um
Die span in y                                                                   106 um
Initial core utilization                                                         11.5%

YOSYS
--------------------------------------------------------------------------------------
Post-synth EDFFs                                                                     0
Average cell area after synthesis                                            11.2 um^2
Number of instances in the synthesized netlist                                      74
Sequential element share of the synthesized area                                 38.7%
Number of storage elements in the synthesis netlist                                 16
Yosys top cell by instances                                                    mux2i_1
Total cell area reported by yosys after synthesis                             827 um^2
Most common reg cell                                                           dfxtp_1
Syn Std Cell Area                                                             827 um^2
Largest area contributor in the netlist                                        dfxtp_1
Most frequent cells after synthesis                                       mux2i_1 (32), dfxtp_1 (16), o22ai_1 (16), buf_6 (3), buf_4 (2)
Dominant cells by area after synthesis                                    dfxtp_1 (39%), mux2i_1 (39%), o22ai_1 (12%)
Number of distinct standard cells referenced by the synthesized netlist             10
Share of the synthesized area in the top cell type                               38.7%
Share of async-settable or async-resettable flops after synthesis                   0%
Number of cells in Yosys stat                                                       74
Yosys warns                                                                          1

ROUTE
--------------------------------------------------------------------------------------
Antenna diode count                                                                  0
WL/cell                                                                        12.8 um
Iteration-0 DRC count of the detailed router                                        13
Vias per cell                                                                     3.44
Tally of nets with antenna violations remaining after routing                        0
Pre-Repair DR Iteration Count                                                        2
Sum of routed wire length over all layers                                      3060 um
Via Count                                                                          821
Final routed DRC violation total                                                     0

POWER
--------------------------------------------------------------------------------------
Worst-case vdd ir drop                                                        0.282 mV
Total design power                                                             1.21 mW
Lkg Pwr                                                                       0.658 nW
Power per cell area                                                        729 nW/um^2

CELLS AND AREA
--------------------------------------------------------------------------------------
Fill cell instance count of the final layout                                       788
Footprint of the multi-input gates                                            433 um^2
Max reg flops                                                                       16
Final design instance area without fill                                      1660 um^2
Post-route core utilization                                                      23.0%
Area Growth Syn to Fin                                                            100%
Area of all sequential standard cells                                         320 um^2
Ratio of cells with drive above 1 in the final layout                            5.71%
Registers with the most flip-flops                                        r_outD: 16 flops
Largest Register                                                                r_outD

WORST SETUP PATH
--------------------------------------------------------------------------------------
Ordered list of cells on the worst path                                   clkdlybuf4s50_1
Crit-path slowest cell                                                    clkdlybuf4s50_1
Crit end category                                                         primary output
Largest fanout on the critical path                                                  2
Largest delay contributor family on the critical path                     buffers and inverters
Bufs and invs on worst path                                                          1
Crit path DAT                                                                  1.07 ns
Nature of the critical path startpoint                                            flop
Req. time, crit path                                                           1.20 ns
Worst Setup Path Type                                                          reg2out
Register-to-register path setup slack                                          0.85 ns
Slowest Stage Delay on Critical Path                                           0.49 ns

GRT
--------------------------------------------------------------------------------------
Antenna violations before repair                                                     0
Vias in the first global route                                                     935
Pin count of the biggest net entering global routing                                33
Overall fraction of global-route tracks in use                                   5.38%
GRT overflow                                                                         0
Wire length of the first global-routing pass                                   5010 um

OUTCOME
--------------------------------------------------------------------------------------
Outcome                                                                   finished clean

CLOCK NETWORK
--------------------------------------------------------------------------------------
Total of cells resized after clock tree synthesis                                    0
Post-CTS repair timing setup buffer count                                            0
CTS tree                                                                          done
H-tree levels                                                                        1
Clock slew seen by the registers of the worst setup and hold paths             0.08 ns
Clock Path Buffers                                                                   2
Clock sink count                                                                    16
Later-pin clock latency in the skew report                                     0.25 ns
Number of buffers created by CTS                                                     3
Hold buffer count at CTS                                                             0
Root Driver                                                                   clkbuf_8

PLACEMENT
--------------------------------------------------------------------------------------
Instance area after placement                                                1600 um^2
Port Buffers                                                                        67
DP HPWL                                                                        2400 um
GP Congestion                                                                    0.732

WORST HOLD PATH
--------------------------------------------------------------------------------------
Worst Hold Class                                                               reg2reg

RUN
--------------------------------------------------------------------------------------
Number of violations of the max-capacitance limit                                    0
Number of warnings in the stage logs                                                27

[cells by family after synthesis]
logic type      share of synthesized area (%)
compound gates                           12.1
buf+inv                                  8.92
flops                                    38.7
mux                                      38.7
simple gates                             1.51
[layout make-up]
class                      count  share of cell area (%)
timing repair buffer          70                    43.8
multi-input combinational     50                    26.1
sequential                    16                    19.3
tap                           99                    7.47
clock buffer                   4                    3.32
[path summary, 6_finish.rpt]
path / endpoint / cells past startpoint / start
max: outD[4] / 1 / r_outD[4]
min: r_outD[4] / 2 / r_outD[4]
max reg2reg: r_outD[5] / 2 / r_outD[5]
min reg2reg: r_outD[4] / 2 / r_outD[4]
[layer usage]
metal	wire length [um]	vias up	GRT usage [%]
met3	223	2	1.47
met5	0	-	0
met1	1340	370	6.82
met4	51	0	0.967
met2	1440	36	9.05
li1	-	413	-
[stage by stage]
| step | std cells | worst slack [ns] |
|---|---|---|
| after floorplan | 74 | 0.496 |
| after global placement | 235 | 0.132 |
| after detailed placement | 235 | 0.108 |
| after CTS | 239 | 0.108 |
| after global routing | 239 | 0.0412 |
| final | 239 | 0.127 |
[power breakdown]
| part | leakage, nW | total [mW] | internal, mW | switching, mW |
|---|---|---|---|---|
| registers | 0.133 | 0.474 | 0.459 | 0.0155 |
| logic | 0.497 | 0.328 | 0.239 | 0.0892 |
| clock network | 0.0288 | 0.406 | 0.233 | 0.173 |
| total | 0.658 | 1.21 | 0.931 | 0.278 |
[placed cells by master, fill, tap and decap left out, drive strengths merged]
cell and instances:
or2 1, dfxtp 16, clkdlybuf4s50 66, nand2b 1, o22ai 16, clkbuf 4, mux2i 32, buf 4
Power figures rest on the tool's default switching activity, not on a simulated workload.
