==> design/flow/design.v <==
`timescale 1ns / 1ps
module TRAFFIC_lights(
	input wire clk,    			 
	input	wire emg,				 
	output reg [7:0] lights 	 
);
reg [2:0] state = 3'b000;
reg [3:0] cnt = 4'b0000;
reg [2:0] prevState;
parameter s0 = 3'b000, s1 = 3'b001, s2 = 3'b010, s3 = 3'b011, s4 = 3'b100, s5 = 3'b101, s6 = 3'b110;
parameter sec3 = 4'b0010, sec5 = 4'b0100, sec10 = 4'b1001;
	always @(posedge clk) begin
		if (emg == 1) begin
			if (state != s6) prevState = state;
			state <= s6;
		end 
		else begin
			case (state)
				s0: if (cnt < sec5) 
						cnt <= cnt + 1;
					else begin
						state <= s1;
						cnt <= 0;
					end
				s1: if (cnt < sec10)
						cnt <= cnt + 1;
					else begin
						state <= s2;
						cnt <= 0;
					end
				s2: if (cnt < sec3)
						cnt <= cnt + 1;
					else begin 
						state <= s3;
						cnt <= 0;
					end 
				s3: if (cnt < sec5)
						cnt <= cnt + 1;
					else begin
						state <= s4;
						cnt <= 0;
					end 
				s4: if (cnt < sec10)
						cnt <= cnt + 1;
					else begin
						state <= s5;
						cnt <= 0;
					end 
				s5: if (cnt < sec3)
						cnt <= cnt + 1;
					else begin
						state <= s0;
						cnt <= 0;
					end 
				s6:
					state <= prevState;
				default: state <= s0;
			endcase
		end
	end
	always @(*) begin
		case(state)
			s0: lights = 8'b1001_0001;
			s1: lights = 8'b0100_0001;
			s2: lights = 8'b0010_0001;
			s3: lights = 8'b0001_1001;
			s4: lights = 8'b0001_0100;
			s5: lights = 8'b0001_0010;
			s6: lights = 8'b0001_0001;
		endcase  
	end 
endmodule
==> design/flow/run.sh <==
#!/bin/bash
# OpenROAD 26Q1-2900-gdf79404cd8, Yosys 0.63+post, stock flow scripts
make -C /OpenROAD-flow-scripts/flow DESIGN_CONFIG=/design/flow/config.mk WORK_HOME=/design/flow/orfs finish
==> design/flow/config.mk <==
export PLATFORM = sky130hd
export DESIGN_NAME = TRAFFIC_lights
export DESIGN_NICKNAME = TRAFFIC_lights
export VERILOG_FILES = /design/flow/design.v
export SDC_FILE = /design/flow/constraint.sdc
export NUM_CORES = 4
export LEC_CHECK = 1
export CORE_AREA = 10 10 74 74
export DIE_AREA = 0 0 84 84
==> design/flow/constraint.sdc <==
current_design TRAFFIC_lights

set clk_period 2.4
set clk_io_pct 0.2

create_clock -name clk0 -period $clk_period [get_ports {clk}]

set non_clock_inputs [all_inputs -no_clocks]
set_input_delay [expr $clk_period * $clk_io_pct] -clock clk0 $non_clock_inputs
set_output_delay [expr $clk_period * $clk_io_pct] -clock clk0 [all_outputs]
==> run_results.csv <==
group,metric,value,unit
clocking,cts_resized,0,
cells_and_area,area_delta_synth_final,25.4,%
clocking,clk_latency,0.23,ns
routing,antenna_cells_inserted,0,
floorplanning,row_count,23,
yosys,edf_count,7,
routing,drc,0,
clocking,clk_pin_slew_worst_paths,0.05,ns
yosys,largest_area_cell,"edfxtp_1",
final_timing,slew_violations,0,
floorplanning,dieArea,7060,µm²
global_route,grt_pass1_wl,2290,µm
routing,wl_per_cell,9.69,µm
clocking,cts_setup_buffers,0,
yosys,synth_warnings,1,
yosys,flop_cell,"dlxtn_1",
routing,dr.pass1.iters,5,
clocking,max-clock-path-buffers,2,
critical_path,path_cells,"and3b_1, o21a_1, or3_1, a221o_1",
final_timing,rsz0062_at_grt,"no",
pwr,peakVddDrop,233,µV
cells_and_area,drive_gt1_share,4.82,%
pwr,power_density,1040,nW/µm²
final_timing,setup_viol,0,
global_route,grt_max_degree,18,
yosys,synth_flops,18,
final_timing,fmax,525,MHz
routing,first_iter_violations,37,
hold_path,holdCritPathClass,"flip-flop to flip-flop",
floorplanning,io_pins,10,
yosys,top_cells_by_count,"dlxtn_1 (8), nor2_1 (8), edfxtp_1 (7)",
pwr,p_leak,0.366,nW
final_timing,worst_pin_slew,0.505,ns
yosys,syn_area,723,µm²
floorplanning,core,3970,µm²
critical_path,cp_max_fo,17,
clocking,cts.htree.levels,1,
global_route,grt_pass1_vias,526,
cells_and_area,post-route-util,22.8,%
run,maxCapViolCount,0,
clocking,cts_made_buffers,3,
final_timing,min_period,1.90,ns
placed_design,portBuffers,9,
yosys,syn_inst,73,
final_timing,setup-tns-final,0,ns
critical_path,arrival,2.03,ns
clocking,cts_tree,"yes",
final_timing,hold_viol,0,
pwr,power,0.940,mW
critical_path,crit_path_end_kind,"flip-flop",
placed_design,gp_congestion,0.857,
yosys,ys_cells,73,
clocking,ctsHoldBuffers,0,
final_timing,slew_headroom,66.3,%
run,warnings,26,
placed_design,dpl.hpwl,1000,µm
status,outcome,"finished clean",
cells_and_area,nFillCells,423,
yosys,yosys.area.top_type_share,29.1,%
global_route,antenna_found_initial,0,
critical_path,crit_slowest_cell,"dfxtp_1",
routing,drt_wl_total,1290,µm
yosys,yosysUniqueCellTypes,33,
floorplanning,die_h,84,µm
routing,viasPerCell,4.08,
yosys,yosysChipArea,723,µm²
final_timing,untimed_endpoints,16,
critical_path,worstPathRequired,2.52,ns
critical_path,start_kind,"flip-flop",
routing,vias,542,
routing,ant_nets,0,
yosys,ys_async_sr_fraction,0,%
final_timing,unclocked_pins,8,
floorplanning,die_width,84,µm
critical_path,slowest_delay,0.61,ns
yosys,syn_area_per_cell,9.91,µm²
global_route,grt.total_usage,3.61,%
yosys,ys_top_cells_by_area,"edfxtp_1 (29%), dlxtn_1 (17%), dfxtp_1 (8.3%), nand2b_1 (4.3%), nor2_1 (4.2%)",
final_timing,period_used_share,79.3,%
critical_path,path_class,"flip-flop to flip-flop",
global_route,overflow,0,
floorplanning,fp_util,18.2,%
final_timing,finClkSkew,0.00621,ns
clocking,root_buffer,"clkbuf_8",
==> power by group <==
part	internal [mW]	switching [mW]	total [mW]	leakage, nW
clock	0.116	0.0611	0.177	0.0228
combinational	0.160	0.167	0.327	0.188
sequential	0.322	0.114	0.436	0.155
total	0.597	0.343	0.940	0.366
==> routing by layer <==
metal / vias to the layer above / global-route usage (%) / wire [µm]
met4: 0 / 0.761 / 19
met3: 4 / 1.77 / 135
met2: 18 / 4.88 / 484
met5: - / 0 / 0
met1: 242 / 5.05 / 650
li1: 278 / - / -
==> state kept, by name, summed over array words and instances, names as in the netlist <==
name,cells
prevState,3
state,3
lights,8
cnt,4
==> logic make-up (layout without fill, tap and decap cells) <==
| family | Yosys count | in the layout | synth area share (%) |
|---|---|---|---|
| AND/OR/NAND/NOR | 28 | 28 | 20.8 |
| AND-OR/OR-AND | 13 | 13 | 12.3 |
| flip-flops | 10 | 10 | 37.4 |
| buffers and inverters | 8 | 18 | 4.50 |
| latches | 8 | 8 | 16.6 |
| XOR/XNOR | 3 | 3 | 3.63 |
| adder cells (fa/ha/maj) | 2 | 2 | 3.46 |
| multiplexers | 1 | 1 | 1.38 |
==> per-stage QoR <==
stage | hold WS, ns | instances | area [µm²] | worst slack (ns)
floorplan | 0.453 | 73 | 723 | 0.761
global placement | 0.530 | 129 | 862 | 0.524
detailed placement | 0.561 | 129 | 862 | 0.518
CTS | 0.573 | 133 | 907 | 0.510
global route | 0.610 | 133 | 907 | 0.401
finish | 0.566 | 133 | 907 | 0.496
==> critical path: cells and delay by family, from the launching register on <==
family,cells,cell delay (ns)
flip-flops,1,0.61
AND/OR/NAND/NOR,2,0.65
AND-OR/OR-AND,2,0.52
==> cell usage in the layout (no fill, tap or decap) <==
| master | n |
|---|---|
| a211o_1 | 1 |
| a211oi_1 | 1 |
| a21o_1 | 1 |
| a21oi_1 | 1 |
| a221o_1 | 1 |
| a221oi_1 | 1 |
| and2_1 | 1 |
| and3_1 | 1 |
| and3b_1 | 2 |
| clkbuf_1 | 1 |
| clkbuf_8 | 3 |
| clkdlybuf4s50_1 | 9 |
| dfxtp_1 | 3 |
| dlxtn_1 | 8 |
| edfxtp_1 | 7 |
| ha_1 | 2 |
| inv_1 | 4 |
| inv_2 | 1 |
| mux2i_1 | 1 |
| nand2_1 | 3 |
| nand2b_1 | 5 |
| nand3_1 | 1 |
| nor2_1 | 8 |
| nor2b_1 | 1 |
| nor3_1 | 2 |
| nor3b_1 | 1 |
| nor4_1 | 1 |
| o211ai_1 | 1 |
| o21a_1 | 1 |
| o21ai_0 | 4 |
| o22ai_1 | 1 |
| or3_1 | 2 |
| xnor2_1 | 2 |
| xor2_1 | 1 |
==> path summary, 6_finish.rpt <==
check	from	endpoint	slack, ns	cells past startpoint
max	state[1]	state[1]	0.50	4
min	prevState[0]	state[0]	0.57	2
max reg2reg	state[1]	state[1]	0.50	4
min reg2reg	prevState[0]	state[0]	0.57	2
==> area by class of cell <==
cell class,instances,area [µm²],area share (%)
Sequential cell,18,390,43.0
Multi-Input combinational cell,47,300,33.1
Timing Repair Buffer,9,90.1,9.93
Tap cell,50,62.6,6.90
Clock buffer,4,45.0,4.97
Inverter,5,18.8,2.07
Power and IR drop assume default switching activity.
